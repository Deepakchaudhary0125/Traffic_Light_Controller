$ cat /design/flow/run.sh
#!/bin/bash
# OpenROAD 26Q1-2900-gdf79404cd8, Yosys 0.63+post, stock flow scripts
make -C /OpenROAD-flow-scripts/flow DESIGN_CONFIG=/design/flow/config.mk WORK_HOME=/design/flow/orfs finish
$ cat /design/flow/config.mk
export PLATFORM = sky130hd
export DESIGN_NAME = traffic_light
export DESIGN_NICKNAME = traffic_light
export VERILOG_FILES = /design/flow/design.v
export SDC_FILE = /design/flow/constraint.sdc
export NUM_CORES = 4
export LEC_CHECK = 1
export CORE_AREA = 10 10 84 84
export DIE_AREA = 0 0 94 94
$ cat /design/flow/constraint.sdc
current_design traffic_light

set clk_period 2.4
set clk_io_pct 0.2

create_clock -name clk0 -period $clk_period [get_ports {clk}]

set non_clock_inputs [all_inputs -no_clocks]
set_input_delay [expr $clk_period * $clk_io_pct] -clock clk0 $non_clock_inputs
set_output_delay [expr $clk_period * $clk_io_pct] -clock clk0 [all_outputs]
$ cat /design/flow/design.v
module traffic_light( clk, rst, n_c, n_g, s_c, s_g, e_c, e_g, w_c, w_g, north_both, south_both, east_both, west_both);
input  clk;
input  rst;
reg [1:0] state;
reg [5:0]count;
output reg [1:0] n_c, n_g, s_c, s_g, e_c, e_g, w_c, w_g;    
output reg [1:0] north_both, south_both, east_both,west_both;  
parameter red       = 2'b00, 
          yellow    = 2'b01, 
          green     = 2'b11;
parameter north_on  = 2'b00,
          south_on  = 2'b01,
          west_on   = 2'b10,
          east_on   = 2'b11 ;
always @(posedge clk or posedge rst) begin
     if(rst) begin
          state <= north_on;
          count <= 0;
            north_both <= red;
            south_both <= red;
            east_both  <= red;
            west_both  <= red;
     end else begin 
          count <= count+1;
          case(state)
               north_on , south_on : begin
                    north_both <= green;
                    south_both <= green;
                    east_both <= red;  west_both <= red;   
                    n_c <= green;
                    n_g <= green;
                    s_c <= green;
                    s_g <= green;
                    e_g <= green;
                    w_g <= green;
                    e_c <= red;
                    w_c <= red;
                    count <= count+1;
               if(count>=20 && count < 31 )begin
                    north_both <= yellow;
                    south_both <= yellow;
                    west_both  <= red;
                    east_both  <= red;
                end else if(count==31) begin
                    state<=east_on;
                    count<=0;
                end
               end
               east_on , west_on: begin
                    east_both <= green;
                    west_both <= green;
                    north_both <= red; south_both <= red;  
                    e_g <= green;
                    w_g <= green;
                    e_c <= green;
                    w_c <= green;
                    n_c <= red;
                    n_g <= green;
                    s_c <= red;
                    s_g <= green;
                    count <= count+1;
               if(count >=20  && count <31 )begin
                    west_both <= yellow;
                    east_both <= yellow;
                    south_both<=red;
                    north_both<=red;
                end else if(count==31) begin
                    state<= north_on;
                    count<=0;
                end
               end
               default: begin
                    n_c <= red; n_g <= red;
                    s_c <= red; s_g <= red;
                    e_c <= red; e_g <= red;
                    w_c <= red; w_g <= red;
                    north_both <= red;
                    south_both <= red;
                    east_both  <= red;
                    west_both  <= red;
                end
          endcase
     end
end
endmodule
==> results.py <==
# Metrics from the implementation run
metrics = {
    "final_timing": {
        "finalCriticalPeriod_ns": 1.58,
        "rsz0062_at_grt": "false",
        "period_used_share": 0.657,
        "hold-worst-slack_ns": 0.423,
        "fin_setup_tns_ns": 0,
        "slew_violations": 0,
        "fmax_mhz": 634,
        "hold_violations": 0,
        "layout_setup_ws_ns": 0.823,
        "setup_viol": 0,
        "finClkSkew_ns": 0.00336,
    },
    "worst_setup_path": {
        "ff2ff_path_depth": 4,
        "cp_slowest_stage_delay_ns": 0.49,
        "cp-start-kind": "register",
        "crit_required_ns": 1.92,
        "crit_family": "buffers and inverters",
        "crit_type": "register to primary output",
        "cp_slowest_cell": "clkdlybuf4s50_1",
        "cp.buffers_inverters": 1,
        "end_kind": "primary output",
        "crit_fanout": 4,
        "cp_cell_sequence": "clkdlybuf4s50_1",
        "cp.arrival_ns": 1.10,
        "worstSetupPathDepth": 1,
    },
    "global_routing": {
        "busiest_layer": "met2",
        "grt_pass1_wl_um": 1540,
        "grt_pass1_vias": 346,
        "use_met3": 0.0210,
        "antenna_found_initial": 0,
        "grt_use_total": 0.0214,
        "met2_usage": 0.0294,
        "grt-ovfl-total": 0,
        "met1_usage": 0.0231,
        "grt_max_degree": 10,
    },
    "floorplan": {
        "die_h_um": 94,
        "ios": 26,
        "die_area_um2": 8840,
        "core_area_um2": 5200,
        "fp_util": 0.131,
        "die_w_um": 94,
        "rows": 26,
    },
    "power_and_ir_drop": {
        "ir_drop_mv": 0.201,
        "power_mw": 0.446,
        "leakage_nw": 0.372,
        "powerDensity_nw_per_um2": 506,
    },
    "final_layout": {
        "layout_top_cell": "clkdlybuf4s50_1",
        "instances_no_fill": 140,
        "synthToLayoutAreaGrowth_pct": 29.6,
        "final_cell_mix": "clkdlybuf4s50_1 (17), dfrtp_1 (11), conb_1 (8), nor2_1 (6), inv_1 (4)",
        "fin_util": 0.169,
        "nFillCells": 579,
        "drive_above_1_share": 0.100,
        "stdcell_area_um2": 882,
    },
    "worst_hold_path": {
        "whs_path_depth": 0,
        "hp-class": "register to register",
    },
    "synth": {
        "syn_inst": 59,
        "synth_chip_area_um2": 681,
        "numSynthFlops": 14,
        "postSynthSeqShare": 0.531,
        "ys.warnings.count": 1,
        "synth_cell_types": 18,
        "ys_cells": 59,
        "post_synth.cell_area_avg_um2": 11.5,
        "syn_area_um2": 681,
    },
    "placement": {
        "place.gp.congestion": 0.765,
        "dp_hpwl_um": 874,
        "dpl-instance-area_um2": 837,
        "dpl.cell_count": 136,
        "io_buffer_count": 17,
        "place_ws_ns": 0.869,
    },
    "cts": {
        "ctsHoldBuffers": 0,
        "cts_resized": 0,
        "path_clk_slew_ns": 0.06,
        "cts_made_buffers": 3,
        "insertion_delay_ns": 0.24,
        "cts_root_buffer": "clkbuf_8",
        "cts.path.max_buffers": 2,
        "cts.sinks": 14,
        "cts_tree": "done",
        "post-cts-setup-buffer-count": 0,
        "htreeDepth": 1,
    },
    "drt": {
        "vias": 369,
        "vias_per_cell": 2.64,
        "avgRoutedWirePerCell_um": 7.57,
        "routed_wl_um": 1060,
        "drcViolationCount": 0,
        "antenna_cells": 0,
        "drt_first_pass_iters": 2,
        "postRouteAntennaNets": 0,
        "drtIter0Drc": 12,
    },
    "run": {
        "max_cap_violations": 0,
        "warnings": 27,
    },
    "run_status": {
        "status": "complete, no violations",
    },
}
-- per-layer routing --
metal  routed length (µm)  vias up  part of all wire
li1                     -      183                 -
met1                  452      158              0.43
met2                  342       24              0.32
met3                  246        4              0.23
met4                   19        0             0.018
met5                    0        -                 0
-- Yosys cell counts --
master    count  area share
conb_1        1      0.0055
mux2_1        2       0.033
inv_1         4       0.022
nor4bb_1      1       0.015
xnor2_1       1       0.013
nand2_1       2       0.011
o21ai_0       1      0.0073
dfrtp_1      11        0.40
nand3_1       2       0.015
nand3_2       1       0.015
dfstp_2       1       0.039
edfxtp_1      2       0.088
nor2_1        6       0.033
or4_1         1       0.011
ha_1          2       0.037
buf_4        18        0.20
nor3b_4       1       0.028
xor2_1        2       0.026
-- power breakdown --
group	switching, mW	internal [mW]
combinational	0.00562	0.00796
clock	0.0769	0.113
sequential	0.000720	0.242
-- flip-flops by register name, indices dropped and copies added (netlist names) --
register / flops
count: 6
east_both: 2
n_c: 1
north_both: 2
w_c: 1
state: 2
-- logic make-up (layout without fill, tap and decap cells) --
kind of cell / count (synthesis) / after routing / share of synthesized area
buffers and inverters: 22 / 26 / 0.221
flip-flops: 14 / 14 / 0.531
AND/OR/NAND/NOR: 14 / 14 / 0.127
XOR/XNOR: 3 / 3 / 0.0386
adder cells (fa/ha/maj): 2 / 2 / 0.0368
multiplexers: 2 / 2 / 0.0331
other: 1 / 8 / 0.00551
AND-OR/OR-AND: 1 / 1 / 0.00735
-- final cells by class --
cell class,instances,area [µm²],area share
sequential,14,362,0.410
tap,70,87.6,0.0993
clock inverter,1,3.75,0.00426
multi-input combinational,30,195,0.221
timing repair buffer,18,178,0.201
inverter,4,15.0,0.0170
clock buffer,3,41.3,0.0468
-- final timing paths --
path                               start            to  slack [ns]
min in group asynchronous            rst  east_both[0]        0.44
max in group asynchronous            rst      state[0]        1.50
worst min register to register  state[1]  east_both[0]        0.42
worst max-delay path              w_c[0]        w_c[0]        0.82
worst max register to register  count[0]      state[1]        0.85
worst min-delay path            state[1]  east_both[0]        0.42
Power is estimated from default activity; no workload was simulated.
